`/design/flow/constraint.sdc`:
```
current_design Counter3_TFlipFlop

set clk_period 1.6
set clk_io_pct 0.2

create_clock -name clk0 -period $clk_period [get_ports {clk}]

set non_clock_inputs [all_inputs -no_clocks]
set_input_delay [expr $clk_period * $clk_io_pct] -clock clk0 $non_clock_inputs
set_output_delay [expr $clk_period * $clk_io_pct] -clock clk0 [all_outputs]
```
`/design/flow/run.sh`:
```
#!/bin/bash
# OpenROAD 26Q1-2900-gdf79404cd8, Yosys 0.63+post, stock flow scripts
make -C /OpenROAD-flow-scripts/flow DESIGN_CONFIG=/design/flow/config.mk WORK_HOME=/design/flow/orfs finish
```
`/design/flow/config.mk`:
```
export PLATFORM = sky130hd
export DESIGN_NAME = Counter3_TFlipFlop
export DESIGN_NICKNAME = Counter3_TFlipFlop
export VERILOG_FILES = /design/flow/design.v
export SDC_FILE = /design/flow/constraint.sdc
export NUM_CORES = 4
export LEC_CHECK = 1
export CORE_AREA = 10 10 70 70
export DIE_AREA = 0 0 80 80
```
`/design/flow/design.v`:
```
`timescale 1ns / 1ps
module Counter3_TFlipFlop(clk,rstn,en,q);
input wire clk;
input wire rstn;
input wire en;
output wire [2:0] q;
wire t0 = en;
wire t1 = en & q[0];
wire t2 = en & q[0] & q[1];
TFlipFlopCounter u0 (.clk(clk),.rstn(rstn),.t(t0),.q(q[0]));
TFlipFlopCounter u1 (.clk(clk),.rstn(rstn),.t(t1),.q(q[1]));
TFlipFlopCounter u2 (.clk(clk),.rstn(rstn),.t(t2),.q(q[2]));
endmodule
`timescale 1ns / 1ps
module TFlipFlopCounter(clk,rstn,t,q);
input clk,rstn,t;
output reg q;
always @ (posedge clk) 
    begin
    if (!rstn) 
        q<=0;
    else
        if(t) 
            q<=~q;
        else
            q<=q;
     end
endmodule
```
==> flow_metrics.tcl <==
# yosys + openroad results
set metrics [dict create \
    port_buffers 5 \
    rows 21 \
    grt_overflow 0 \
    setup_tns_ns 0 \
    r2r_cells 2 \
    syn-mean-instance-area_um2 9.76 \
    antenna_violations_before_repair 0 \
    clkSinkCount 3 \
    worst-path-buf-inv 1 \
    postCtsSetupBuffers 0 \
    area_of_the_synthesized_netlist_per_yosys_stat_um2 146 \
    stdcell_count 67 \
    dr_total_vias 109 \
    pre_cts_slack_ns 0.336 \
    h-tree-depth 1 \
    die_h_um 80 \
    max_freq_mhz 686 \
    final_setup_violations 0 \
    first_global_vias 126 \
    postSynthCellCount 15 \
    synth.yosys.warnings 1 \
    yosysSeqAreaShare_pct 41.0 \
    timing_hold_violations_final 0 \
    crit-reg2reg-launch "u1.q" \
    setup_clock_skew_after_layout_ns 0.00373 \
    globalplace.congestion 0.638 \
    core_um2 3420 \
    worstSetupStartpointType "register" \
    max_slew_headroom_pct 91.2 \
    initial_utilization_pct 4.29 \
    min-delay-path-class "reg2reg" \
    critical_path.reg2reg.endpoint "u1.q" \
    dpl.cell_count 63 \
    flow.area_growth_from_synthesis_pct 76.1 \
    drtAntennaViolNets 0 \
    crit_path_end_kind "output pin" \
    placement.cell_area_um2 231 \
    critPathRequiredTime_ns 1.28 \
    crit_slowest_cell "clkdlybuf4s50_1" \
    clkTransAtPathRegs_ns 0.04 \
    synth-seq-cells 3 \
    worst-endpoint-arrival_ns 1.14 \
    fp.dieW_um 80 \
    slew_viol_final 0 \
    yosysUniqueCellTypes 11 \
    final_antenna_diode_count 0 \
    ff2ff_setup_slack_ns 0.81 \
    layout-drive-gt1-share_pct 14.3 \
    global_route_wire_length_before_repair_um 586 \
    dieArea_um2 6400 \
    cp_num_cells 1 \
    design.portCount 6 \
    critical-path-top-delay-family "buffers and inverters" \
    grt_setup_unrepaired "false" \
    detailedRoute.firstIterationViolations 2 \
    critical_path.cell_chain "clkdlybuf4s50_1" \
    n_fill_cell 413 \
    drt_wl_total_um 378 \
    clock_latency_ns 0.23 \
    clockRootBuffer "clkbuf_4" \
    finished_cell_area_um2 258 \
    total_cts_buffers 3 \
    post_cts_hold_buffer_count 0 \
    irDropWorstVdd_mv 0.318 \
    post_layout_period_usage_of_the_worst_path_pct 91.1 \
    firstDrtPassIters 4 \
    final_util_pct 7.55 \
    warnings 25 \
    maxCapViolCount 0 \
    post_synth_instance_area_um2 146 \
    routedWlPerCell_um 5.64 \
    status "finished, final reports clean" \
    ys_cells 15 \
    drt_drc_violations_left 0 \
    fin_worst_hold_slack_ns 0.488 \
    final.min_clock_period_ns 1.46 \
    max_stage_delay_ns 0.52 \
    cts-resized-gates 0 \
    clock_path_buffers 2 \
    whs_path_depth 2 \
    timing.critical_path.fanout_max 5 \
    timing.critical_path.to "q[0]" \
    timing.critical_path.from "u0.q" \
    avgViaCountPerCell 1.63 \
    power_per_cell_area_nw_per_um2 947 \
    power_mw 0.244 \
    worst-slew-pin-transition_ns 0.128 \
    critical_path_class "reg2out" \
    power.static_leakage_nw 0.0911 \
    cts_tree "yes" \
    grt.total_usage_pct 1.39 \
    grt_max_degree 6 \
    fin_ws_ns 0.142 \
]
==> report_power, final <==
group / internal, mW / switching, mW / leakage, nW
Combinational: 0.0185 / 0.00746 / 0.0515
Sequential: 0.0802 / 0.00484 / 0.0246
Clock: 0.0935 / 0.0395 / 0.0150
Total: 0.192 / 0.0518 / 0.0911
==> registers in the layout (all words and copies together), names as in the netlist <==
signal and flops:
u0.q 1, u2.q 1, u1.q 1
==> layout make-up <==
class | instances | area (µm²) | share of cell area, %
repair buffers | 5 | 50.0 | 19.4
flip-flops and latches | 3 | 60.1 | 23.3
multi-input cells | 9 | 63.8 | 24.8
clock buffers | 4 | 26.3 | 10.2
well taps | 46 | 57.6 | 22.3
==> how the worst min path moves through the flow <==
stage	startpoint	endpoint	slack, ns
after CTS	u2.q	u2.q	0.48
after global routing	u2.q	u2.q	0.51
final	u2.q	u2.q	0.49
==> per-layer routing <==
metal | wire length (µm) | global-route usage [%]
met1 | 230 | 1.93
met2 | 65 | 0.803
met3 | 81 | 2.27
met4 | 0 | 0.176
met5 | 0 | 0
==> cells by family (layout without fill, tap and decap cells) <==
logic type / count (synthesis) / after routing / share of synthesized area (%)
simple gates: 5 / 5 / 20.5
flops: 3 / 3 / 41.0
buf+inv: 3 / 9 / 15.4
compound gates: 2 / 2 / 10.3
xor+xnor: 1 / 1 / 5.98
mux: 1 / 1 / 6.84
==> placed cells by master, fill, tap and decap left out <==
cell,instances
nand2b_1,1
xor2_1,1
dfxtp_1,3
and3b_1,1
mux2i_1,1
o21a_1,1
and2_1,1
clkbuf_4,3
a21boi_0,1
nand2_1,1
nand3_1,1
clkdlybuf4s50_1,5
clkbuf_1,1
==> Yosys cell counts (all sizes together) <==
cell type	instances	area share [%]
a21boi	1	5.1
xor2	1	6.0
dfxtp	3	41
nand2b	1	4.3
and2	1	4.3
mux2i	1	6.8
buf	3	15
and3b	1	6.0
o21a	1	5.1
nand2	1	2.6
nand3	1	3.4
==> worst register-to-register path, stage by stage (launching register included) <==
cell,delay (ns)
dfxtp_1,0.34
and3b_1,0.18
o21a_1,0.16
Power figures rest on the tool's default switching activity, not on a simulated workload.
