`run.sh`:
```
#!/bin/bash
# OpenROAD 26Q1-2900-gdf79404cd8, Yosys 0.63+post, stock flow scripts
make -C /OpenROAD-flow-scripts/flow DESIGN_CONFIG=/design/flow/config.mk WORK_HOME=/design/flow/orfs finish
```
`config.mk`:
```
export PLATFORM = sky130hd
export DESIGN_NAME = SwitchDebouncer
export DESIGN_NICKNAME = SwitchDebouncer
export VERILOG_FILES = /design/flow/design.v
export SDC_FILE = /design/flow/constraint.sdc
export NUM_CORES = 4
export LEC_CHECK = 1
export CORE_AREA = 10 10 70 70
export DIE_AREA = 0 0 80 80
```
`constraint.sdc`:
```
current_design SwitchDebouncer

set clk_period 1.0
set clk_io_pct 0.2

create_clock -name clk0 -period $clk_period [get_ports {clk}]

set non_clock_inputs [all_inputs -no_clocks]
set_input_delay [expr $clk_period * $clk_io_pct] -clock clk0 $non_clock_inputs
set_output_delay [expr $clk_period * $clk_io_pct] -clock clk0 [all_outputs]
```
`design.v`:
```
module SwitchDebouncer(input raw, input clk, output reg clean);
reg[2:0] counter;
wire TC;
assign TC = (counter == 3'b111);
always@(posedge clk) begin
    if(~raw)
        counter <=3'b000;
    else if(~TC)
        counter<=counter + 3'b001;
end
always@(posedge clk)begin
    if(~raw)
        clean <=1'b0;
    else if(TC)
        clean<=1'b1;
end
endmodule
```
==> flow_metrics.tcl <==
# metrics dict for downstream scripts
set metrics [dict create \
    outcome "finished, violations left" \
    violations "setup timing" \
    tightest_slew_ns 0.143 \
    worst_setup_path_end_kind "flip-flop" \
    logic_area_um2 105 \
    coreArea_um2 3420 \
    worstSetupPathType "flip-flop to flip-flop" \
    mux_area_share_pct 12.5 \
    worstRegToRegCells 4 \
    drt_iter0_drc 0 \
    h-tree-depth 1 \
    final_area_um2 297 \
    cp_max_fo 4 \
    holdPathStages 1 \
    ys_seq_share_pct 50.0 \
    sw_frac_of_total_pct 20.9 \
    yosysUniqueCellTypes 7 \
    seqPwrFrac_pct 43.3 \
    cts_root_buf "clkbuf_4" \
    r2r_start "counter[1]" \
    synthTopLogicFamily "adder cells" \
    power_frac_comb_pct 10.0 \
    rr_endpoint "counter[2]" \
    grt_overflow 0 \
    grt_usage_pct 0.949 \
    regArea_um2 83.8 \
    fin_skew_ns 0.00150 \
    grt_max_degree 5 \
    clockPowerShare_pct 46.7 \
    crit_top_cell "ha_4" \
    ys_sh_simple_pct 11.7 \
    ioPinCount 3 \
    critPathLaunchType "flip-flop" \
    aoi_share_pct 4.69 \
    syn_to_final_growth_pct 85.2 \
    yosys_warnings 1 \
    setup_ws_ns -0.0128 \
    relSlewSlack_pct 90.2 \
    synth_area_um2 160 \
    ys_sh_xor_pct 5.47 \
    power_density_nw_per_um2 1430 \
    drt.antenna.violating_nets 0 \
    placed_area_um2 273 \
    cts_sinks 4 \
    synth_chip_area_um2 160 \
    vias 108 \
    cts_tree "done" \
    min_from "clean" \
    final-setup-viol-count 2 \
    dieArea_um2 6400 \
    max_freq_mhz 987 \
    p_sw_mw 0.0889 \
    numPortBuffers 2 \
    postCtsSetupBuffers 0 \
    crit_buf_inv 0 \
    critPathMaxStageDelay_ns 0.34 \
    period_minus_slack_ns 1.01 \
    dieHeight_um 80 \
    ctsLongestPathBuffers 2 \
    drt-pass1-iter-count 1 \
    insertion_delay_ns 0.23 \
    synth_flops 4 \
    warning_count 27 \
    synthAdderAreaFrac_pct 15.6 \
    period_used_pct 101 \
    leakage_nw 0.0898 \
    finalHoldViolCount 0 \
    hold_buffers 0 \
    fp_util_pct 4.69 \
    crit_arrival_ns 1.13 \
    diodes 0 \
    antenna_found_initial 0 \
    drt-total-wl_um 250 \
    n_fill_cell 410 \
    drv_slew 0 \
    r2r_slack_ns -0.01 \
    syn_inst 13 \
    hold_end "clean" \
    dp_slack_ns -0.00735 \
    ys_cells 13 \
    vdd_drop_max_uv 445 \
    grt_pass1_wl_um 496 \
    drc 0 \
    grt_pass1_vias 136 \
    rsz0062_at_grt "yes" \
    num_rows 21 \
    vias_per_cell 1.66 \
    post_drt_wl_per_cell_um 3.85 \
    maxCapViolations 0 \
    drive_above_1_share_pct 47.4 \
    hold_class "flip-flop to flip-flop" \
    slowest_stage "dfxtp_2" \
    cp.required_ns 1.12 \
    globalplace.congestion 0.630 \
    syn_area_per_cell_um2 12.3 \
    path_delay_family "flip-flops" \
    clk_pin_slew_worst_paths_ns 0.04 \
    path_cells "ha_4 -> ha_4 -> mux2i_1 -> nor2b_1" \
    p_int_mw 0.336 \
    ctsResizeCount 2 \
    die_w_um 80 \
    cts-buffers-inserted 3 \
]
## power by group through the flow
| stage | Combinational, mW | Clock (mW) | Sequential [mW] |
|---|---|---|---|
| finish | 0.0424 | 0.199 | 0.184 |
| global route | 0.0529 | 0.213 | 0.186 |
| CTS | 0.0430 | 0.208 | 0.184 |
## worst register-to-register path: stages, from the launching register on
cell and delay, ns:
dfxtp_2 0.34, ha_4 0.14, ha_4 0.16, mux2i_1 0.20, nor2b_1 0.06
## state kept, by name (all words and copies together) (netlist names)
name	flops
counter	3
clean	1
## cells in the final DEF, fill, tap and decap left out, drive strengths merged
master	synthesis	routed
o21a	1	1
and2	1	1
dfxtp	4	4
clkbuf	0	3
xnor2	1	1
clkdlybuf4s50	0	1
clkdlybuf4s15	0	1
buf	0	1
nor2b	2	2
mux2i	2	2
ha	2	2
## metal layers
layer  up-vias  wire, um  track usage (%)
met5         -         0                0
met4         0         8            0.528
met3         2        34            0.682
met2         5        72             1.20
met1        44       135             1.13
li1         57         -                -
## cells in the mapped netlist
library cell / instances / area, um2
o21a_1: 1 / 7.51
mux2i_1: 2 / 20.0
dfxtp_1: 4 / 80.1
xnor2_1: 1 / 8.76
and2_1: 1 / 6.26
nor2b_1: 2 / 12.5
ha_1: 2 / 25.0
## layout make-up
class | instances | area share [%]
clock buffers | 3 | 7.59
multi-input cells | 9 | 35.4
flip-flops and latches | 4 | 28.3
well taps | 46 | 19.4
repair buffers | 3 | 9.28
## cell families (layout without fill, tap and decap cells)
family / Yosys count / count (layout)
flops: 4 / 4
simple gates: 3 / 3
fa+ha+maj: 2 / 2
mux: 2 / 2
compound gates: 1 / 1
xor+xnor: 1 / 1
buf+inv: 0 / 6
## through the flow
stage	power, mW	hold WS [ns]	cells	utilization, %	setup TNS, ns
final	0.425	0.441	65	8.68	-0.0218
after global routing	0.452	0.476	65	8.68	-0.208
after CTS	0.435	0.439	65	8.64	-0.0242
after detailed placement	0.230	0.443	62	7.99	-0.0103
after global placement	0.227	0.439	62	7.99	0
after floorplan	0.214	0.317	13	-	0
## worst max path at each step
stage | start | cells after the start | end
after CTS | counter[1] | 4 | counter[2]
after global routing | counter[1] | 4 | counter[2]
final | counter[1] | 4 | counter[2]
No activity file was given, so power comes from the tool's default toggle rates.
